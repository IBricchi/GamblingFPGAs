$ cat design/flow/design.v
module CI_bet
	#(  parameter LATENCY=0  )
	(
		input 		reset,
		input		clk,
		input		clk_en,
		input	[31:0]	dataa,
		input	[31:0]	datab,
		input	[ 5:0]	datac,
		input		start,
		output	[31:0]	result,
		output		done
	);
	wire [31:0] sqrt_result;
	bet Inst_bet(
		.aclr	(reset),
		.clk_en	(clk_en),
		.clock	(clk),
		.dataa	(dataa),
		.datab	(datab),
		.datac	(datac),
		.result	(sqrt_result)
	);
	reg [4:0] state_sync;
	always @ (posedge clk) begin
		if (reset) begin
			state_sync <= 0;
		end else if (start & clk_en) begin
			state_sync <= LATENCY;			 
		end else if (clk_en) begin
			state_sync <= state_sync - 1;		 
		end else begin
			state_sync <= 0;
		end
	end
	assign done = (state_sync == 1) & clk_en;
	assign result = sqrt_result;
endmodule
// synopsys translate_off
'timescale 1 ps / 1 ps
// synopsys translate_on
module bet (
	aclr,
	clk_en,
	clock,
	dataa,
	datab,
	datac,
	result
);
	input	aclr;
	input	clk_en;
	input	clock;
	input	[31:0]	dataa; 	 
	input	[31:0]	datab; 	 
	input 	[ 5:0]	datac; 	 
	output	[31:0]	result;	
	reg	[31:0]	result;
	reg 	[31:0]	range = 45;
	reg	[31:0]	min = 5;
	reg	[31:0]	xval;
	reg	[ 5:0]	segValue = 0;
	reg	[3:0]	b_digvalue  [5:0];
	reg	[3:0]	m_digvalue [5:0]; 
	reg		Qmax;
	reg	[31:0]	intermediateA;
	reg	[31:0]	intermediateB;
	always @ ( datac ) begin
		m_digvalue[0] <=  4'd5;	
		case (datac[segValue])
			1'b0	:	begin
						b_digvalue[segValue] <= m_digvalue[segValue] * dataa/60;
						result <= b_digvalue[segValue];
					end
			1'b1	:	Qmax <= 1'b0;
			default	:	Qmax <= 1'b0;
		endcase
	end
endmodule
$ cat design/flow/run.sh
#!/bin/bash
# OpenROAD 26Q1-2900-gdf79404cd8, Yosys 0.63+post, stock flow scripts
make -C /OpenROAD-flow-scripts/flow DESIGN_CONFIG=/design/flow/config.mk WORK_HOME=/design/flow/orfs finish
$ cat design/flow/config.mk
export PLATFORM = sky130hd
export DESIGN_NAME = CI_bet
export DESIGN_NICKNAME = CI_bet
export VERILOG_FILES = /design/flow/design.v
export SDC_FILE = /design/flow/constraint.sdc
export NUM_CORES = 4
export LEC_CHECK = 1
export CORE_UTILIZATION = 50
$ cat design/flow/constraint.sdc
current_design CI_bet

set clk_period 1.5
set clk_io_pct 0.2

create_clock -name clk0 -period $clk_period [get_ports {clk}]

set non_clock_inputs [all_inputs -no_clocks]
set_input_delay [expr $clk_period * $clk_io_pct] -clock clk0 $non_clock_inputs
set_output_delay [expr $clk_period * $clk_io_pct] -clock clk0 [all_outputs]
==> CHANGELOG.md <==
### Metrics

* Log Warnings at about 64
* Post-Place Cell Area at 0.00710 mm²
* Fin area at around 0.0073 mm²
* Placement Setup Slack at -0.225 ns
* Clock Pin Slew Worst Setup and Hold Paths at 0.03 ns
* Height of the die at between 100 and 150 µm
* Remaining DRCs at 0
* YS warnings at 25
* DRT iter0 DRCs at 715
* Run status: completed
* Crit-path cells: inv_2 > buf_4 > buf_4 > buf_4 > buf_4 > ha_4 > nand2_4 > xor2_2 > nor2_1
* Number of global-route vias before repair at about 6,600
* Global-route wire length before repair at about 31,000 µm
* Yosys Instances at approximately 900
* Area reported by Yosys stat at 0.00672 mm²
* Max frequency at 687 MHz
* Synth-to-Final Area Change at 7.85%
* Cell mode on critical path: buf_4
* Crit path DRT at 1.61 ns
* Most frequent logic cell in the layout: nand2_1
* GRT Total Usage at about a quarter
* Cell Type Count at approximately 100
* Floorplan core density at 51.0%
* Final Cycle Share at a little under 100%
* CP max stage delay at around 0.33 ns
* Worst clock skew at between 0.001 and 0.0015 ns
* Total wire length at 18,300 µm
* Post-CTS Hold Fix Bufs at 0
* Routed vias/inst at between 6 and 7
* Via count at approximately 7,400
* Setup ws final at 0.0442 ns
* Detail Route Antenna Nets at 0
* Slew Viols, Final at 0
* Share of layout cells above drive strength 1 at 9.14%
* H-Tree Depth at 1
* # setup viols final at 0
* Row count at 42
* GP Congestion at 0.957
* Netlist Area Pre-Place at ~0.0067 mm²
* Syn_area_per_cell at between 7 and 8 µm²
* CORE AREA at between 0.01 and 0.015 mm²
* Setup crit start kind: flop
* Flops after synth at 13
* Die W at between 100 and 150 µm
* HP Class: flop to flop
* Cells after Synth at 922
* Count of unclocked register or latch pins at 8
* Clock tree buffer depth at 2
* Critical path type: flop to flop
* DR pass1 iterations at 6
* Worst-Skew Late Latency at 0.22 ns
* Max-Slew Margin vs Limit at between 30% and 40%
* Hold Vio Cnt, Final at 0
* Antenna diodes at 0
* Post-synth EDFFs at 0
* Largest net degree at the start of global routing at 17
* RSZ-0062 raised after global routing: no
* Total die area at around 0.014 mm²
* Antenna violations before repair at 0
* Least-Margin Pin Slew at 1.04 ns
* Max-cap violations at 0
* TritonCTS buffer count at 3
* Endpoint type of the worst setup path: flop
* Detailed Place HPWL at roughly 15,000 µm
* CP bufs+invs at 5
* Endpoints left unconstrained at 12
* Final min period at ~1.5 ns
* Top cells excl fill/tap: nand2_1 (63), nor2_1 (57), ha_1 (57)
* Worst path top cell family by delay: buffers and inverters
* Top_reg_cell synth: dlxtn_1
* Async S/R FF share, synth at 0%
* IO Count at around 110
* Routed wire per std cell at about 16 µm
* CP max FO at 2
* PortBufs at ~41
* Root Driver: clkbuf_16
* CTS tree: built
* GRT overflow at 0
* Arrival time at the worst endpoint at between 1.5 and 2 ns
* Slowest CP cell: dfxtp_2
==> per-stage QoR <==
stage / std cells / util (%) / hold slack, ns / setup TNS [ns]
3_5_place_dp: 1109 / 53.8 / 0.451 / -0.225
2_1_floorplan: 949 / - / 0.430 / 0
5_1_grt: 1117 / 55.0 / 0.472 / 0
6_report: 1117 / 55.0 / 0.456 / 0
4_1_cts: 1118 / 54.9 / 0.444 / -0.00471
3_3_place_gp: 1109 / 53.8 / 0.440 / -0.200
==> Yosys cell counts (10+ instances only) <==
library cell | n | area (µm²)
a211oi_1 | 28 | 210
a21o_1 | 21 | 158
a21oi_1 | 53 | 265
a31oi_1 | 19 | 119
and2_1 | 16 | 100
and3_1 | 10 | 62.6
buf_2 | 22 | 110
buf_4 | 31 | 233
ha_1 | 59 | 738
inv_1 | 18 | 67.6
mux2i_1 | 14 | 140
nand2_1 | 64 | 240
nand2b_1 | 10 | 62.6
nand3_1 | 37 | 185
nand4_1 | 21 | 131
nor2_1 | 58 | 218
nor3_1 | 34 | 170
o2111ai_1 | 10 | 87.6
o211ai_1 | 25 | 188
o21a_1 | 15 | 113
o21ai_0 | 43 | 215
or2_2 | 12 | 75.1
xnor2_1 | 34 | 298
xor2_1 | 19 | 166
==> layer usage <==
metal  routed length [µm]  global-route usage, %  vias to the layer above  part of all wire, %
met1                 9110                   39.3                     3450                   50
li1                     -                      -                     3658                    -
met4                  246                   4.17                        0                  1.3
met5                    0                      0                        -                    0
met2                 8200                   40.6                      224                   45
met3                  764                   1.09                       24                  4.2
==> what timing repair did <==
action,in CTS,in global routing
setup endpoints to repair,1,2
pin swaps,3,2
buffers inserted,5,0
resized,12,2
==> final timing paths <==
path / startpoint / endpoint / slack (ns) / cells after the start
setup reg to reg: state_sync[1] / state_sync[4] / 0.04 / 9
hold / removal: state_sync[0] / state_sync[0] / 0.46 / 1
hold reg to reg: state_sync[0] / state_sync[0] / 0.46 / 1
setup / recovery: state_sync[1] / state_sync[4] / 0.04 / 9
==> logic make-up (layout without fill, tap and decap cells) <==
kind of cell             count (synthesis)  in the layout  share of synthesized area (%)
AND-OR/OR-AND                          370            370                           42.5
multiplexers                            25             25                           4.04
buffers and inverters                   78             70                           6.61
other                                    1             28                         0.0558
XOR/XNOR                                54             54                           7.15
AND/OR/NAND/NOR                        320            320                           25.0
latches                                  8              8                           1.79
adder cells (fa/ha/maj)                 61             61                           11.4
flip-flops                               5              5                           1.49
==> registers in the layout (all words and copies together) (netlist names) <==
name / count
Inst_bet.result: 4
state_sync: 5
Inst_bet.b_digvalue: 4
==> cell type report <==
cell class | count | area [µm²]
well taps | 176 | 220
fillers | 1242 | 5940
flip-flops and latches | 13 | 225
multi-input cells | 858 | 6200
repair buffers | 47 | 453
inverters | 19 | 71.3
clock buffers | 4 | 78.8
